==> /design/flow/design.v <==
`timescale 1ns / 1ps
module locker (
    input  wire       clk,
    input  wire       reset,
    input  wire [3:0] key_in,
    input  wire       key_valid,
    input  wire       enter,
    output reg        open,
    output reg        error
);
  localparam [3:0] CODE0 = 4'd4;
  localparam [3:0] CODE1 = 4'd2;
  localparam [3:0] CODE2 = 4'd7;
  localparam [3:0] CODE3 = 4'd9;
  localparam IDLE   = 2'd0,
             INPUT  = 2'd1,
             VERIFY = 2'd2,
             OUTPUT = 2'd3;
  reg [1:0] state, next_state;
  reg [1:0] count;
  reg [3:0] buffer [0:3];
  integer   i;
  always @(posedge clk or posedge reset) begin
    if (reset) begin
      state <= IDLE;
      count <= 2'd0;
      open  <= 1'b0;
      error <= 1'b0;
      for (i = 0; i < 4; i = i + 1)
        buffer[i] <= 4'd0;
    end else begin
      state <= next_state;
    end
  end
  always @(*) begin
    next_state = state;
    case (state)
      IDLE: begin
        if (key_valid)
          next_state = INPUT;
      end
      INPUT: begin
        if (key_valid && count == 2'd3)
          next_state = VERIFY;
      end
      VERIFY: begin
        if (enter)
          next_state = OUTPUT;
      end
      OUTPUT: begin
        next_state = IDLE;
      end
    endcase
  end
  always @(posedge clk or posedge reset) begin
    if (reset) begin
      count <= 2'd0;
      open  <= 1'b0;
      error <= 1'b0;
    end else begin
      if (state != OUTPUT) begin
        open  <= 1'b0;
        error <= 1'b0;
      end
      case (state)
        IDLE: begin
          if (key_valid) begin
            buffer[0] <= key_in;
            count <= 2'd1;
          end
        end
        INPUT: begin
          if (key_valid) begin
            buffer[count] <= key_in;
            count <= count + 1;
          end
        end
        VERIFY: begin
        end
        OUTPUT: begin
          if ({buffer[0], buffer[1], buffer[2], buffer[3]} == {CODE0, CODE1, CODE2, CODE3})
            open <= 1'b1;
          else
            error <= 1'b1;
          count <= 2'd0;
          for (i = 0; i < 4; i = i + 1)
            buffer[i] <= 4'd0;
        end
      endcase
    end
  end
endmodule
==> /design/flow/run.sh <==
#!/bin/bash
# OpenROAD 26Q1-2900-gdf79404cd8, Yosys 0.63+post, stock flow scripts
make -C /OpenROAD-flow-scripts/flow DESIGN_CONFIG=/design/flow/config.mk WORK_HOME=/design/flow/orfs finish
==> /design/flow/config.mk <==
export PLATFORM = sky130hd
export DESIGN_NAME = locker
export DESIGN_NICKNAME = locker
export VERILOG_FILES = /design/flow/design.v
export SDC_FILE = /design/flow/constraint.sdc
export NUM_CORES = 4
export LEC_CHECK = 1
export CORE_AREA = 10 10 103 103
export DIE_AREA = 0 0 113 113
export SYNTH_HDL_FRONTEND = slang
==> /design/flow/constraint.sdc <==
current_design locker

set clk_period 2.5
set clk_io_pct 0.2

create_clock -name clk0 -period $clk_period [get_ports {clk}]

set non_clock_inputs [all_inputs -no_clocks]
set_input_delay [expr $clk_period * $clk_io_pct] -clock clk0 $non_clock_inputs
set_output_delay [expr $clk_period * $clk_io_pct] -clock clk0 [all_outputs]
==> out/summary.log <==
[outcome] result of the run finished clean
[pwr] power spent charging and discharging nets 0.412 mW
[clock_tree] number of sinks handled by clock tree synthesis 24
[route] TritonRoute pass-1 iters 4
[logic_synthesis] EDFF count, synth 16
[die] Die ar. 12,800 sq um
[place] half-perimeter wire length after placement 1.76 mm
[die] top-level I/O count 10
[route] average routed wire per standard cell 11.1 um
[pwr] net switching fraction of the power 0.313
[logic_synthesis] share of synthesized area occupied by flip-flops and latches 0.567
[global_route] antenna violations before repair 0
[global_route] wire length of the first global-routing pass 3.85 mm
[pwr] Pwr Density 906 nW/um^2
[sta] min setup slack post-route 0.788 ns
[pwr] Static Leakage 0.525 nW
[logic_synthesis] biggest area consumer among synthesized cells edfxtp_1
[logic_synthesis] most used flip-flop cell after synthesis edfxtp_1
[sta] min cycle time layout 1.71 ns
[logic_synthesis] AND/OR/NAND/NOR Cells, Area Fraction 0.138
[sta] Fin Clk Skew 0.00430 ns
[sta] Final Cycle Share 0.685
[clock_tree] number of buffers inserted by post-CTS setup repair 0
[route] total wire length 2.37 mm
[sta] max_slew headroom 0.585
[logic_synthesis] main combinational cell family by area after synthesis simple AND/OR/NAND/NOR gates
[pwr] Clock Power Share 0.195
[place] pre-CTS WS 0.518 ns
[pwr] P_int 0.903 mW
[pwr] IR drop worst, VDD 0.241 mV
[final_layout] Filler Cell Count 878
[logic_synthesis] post-synthesis average cell area 11.9 sq um
[global_route] GRT Overall Usage 0.0358
[sta] setup repair after global routing missed its margin no
[clock_tree] clock latency reported for the late side of the worst-skew pair 0.26 ns
[clock_tree] clock buffer count from CTS 3
[worst_hold_path] HP Class reg2reg
[pwr] relative contribution of sequential cells to total power 0.488
[clock_tree] total of hold buffers inserted after clock tree synthesis 0
[sta] endpoints failing hold 0
[clock_tree] Root Buffer clkbuf_8
[worst_setup_path] critical-path maximum fanout 10
[die] die span in x 113 um
[logic_synthesis] synth top area cells edfxtp_1, dfrtp_1, mux2i_1
[worst_hold_path] depth of the worst hold-timing path 2
[worst_setup_path] type of origin of the critical path primary input
[logic_synthesis] fraction of post-synthesis cell area in the top cell type by area 0.400
[logic_synthesis] gate count of the mapped netlist 101
[sta] highest clock frequency the design can meet 584 MHz
[logic_synthesis] flops & latches, synth 24
[clock_tree] clock tree from TritonCTS done
[global_route] total congestion overflow after global routing 0
[clock_tree] CTS H-Tree Depth 1
[die] core region area 8300 sq um
[logic_synthesis] async set-reset flop share out of synthesis 0.333
[logic_synthesis] fa+ha+maj area frac 0.0416
[worst_setup_path] source of the worst register-to-register timing path state[3]
[route] ant diodes 0
[worst_setup_path] logic depth of the worst register-to-register path 2
[logic_synthesis] Unique masters post-synth 28
[logic_synthesis] # Cells Yosys 101
[die] height of the chip 113 um
[sta] Total Negative Setup Slacks 0 ns
[final_layout] core utilization of the finished layout 0.175
[route] Detailed Route Iter0 Violations 41
[logic_synthesis] count of warnings emitted by yosys 0
[worst_hold_path] Hold EP open
[sta] Final Slew Violations 0
[worst_setup_path] critical path start-end classification in2reg
[final_layout] fraction of layout instances using a drive strength above 1 0.0926
[job] tool warning count 28
[die] starting utilization of the core area 0.145
[global_route] via count of the first global-routing pass 753
[worst_setup_path] Required @ worst endpoint 2.43 ns
[logic_synthesis] XOR/XNOR Fraction of Synth Area 0
[worst_setup_path] worst path arrival time 1.64 ns
[worst_setup_path] kind of end point of the critical path register
[pwr] Power, Total 1.32 mW
[sta] pin slew with the least headroom to its limit 0.622 ns
[global_route] maximum number of pins on one net before global-route repair 20
[clock_tree] clock tree buffer depth 2
[route] routed via count divided by cell count 3.53
[pwr] combinational share of power 0.316
[worst_hold_path] Worst Min Path Start open
[worst_setup_path] critical path startpoint key_valid
[job] # Max-Cap Violations 0
[route] vias after detailed routing 751
[worst_setup_path] reg-to-reg endpoint buffer[15]
[logic_synthesis] synthesis area per yosys 1200 sq um
[clock_tree] post-cts sizing count 0
[die] number of core rows 33
[clock_tree] clock transition time at the flip-flop clock pins of the worst setup and hold paths 0.08 ns
[logic_synthesis] compound-gate portion of the synthesized area 0.0999
[worst_setup_path] R2R setup slack 0.97 ns
[sta] final setup violation count 0
[final_layout] synthesis-to-layout area growth 20.7%
[route] total DRC errors in the routed layout 0
[place] number of buffers added on ports 9
[route] Final ANT Viol Nets 0
[logic_synthesis] area fraction in mux cells 0.108
[place] gpl congestion 0.780
[logic_synthesis] Cell Area, Synth 1200 sq um
==> critical path, cell delays in order <==
cell and delay (ns):
clkdlybuf4s50_1 0.64, o21ai_0 0.14, a21oi_1 0.36
==> sequential cells by signal, indices dropped and copies added, names as in the netlist <==
signal  cells
buffer     16
count       2
error       1
open        1
state       4
==> worst max path at each step <==
| stage | to | slack [ns] | cells after the start |
|---|---|---|---|
| CTS | buffer[14] | 0.80 | 3 |
| global route | buffer[14] | 0.68 | 3 |
| finish | buffer[15] | 0.79 | 3 |
==> cells in the final DEF, fill, tap and decap left out <==
master	netlist	final
a21oi_1	2	2
dfstp_2	1	1
o21ai_0	4	4
dfrtp_1	7	7
nor2_1	14	14
o31ai_1	1	1
inv_1	5	5
a22o_1	6	6
ha_1	4	4
clkbuf_8	0	4
nor4b_2	2	2
and4b_1	1	1
o21ai_1	1	1
nor3_1	1	1
o22a_1	1	1
nand3_1	1	1
nand2b_1	1	1
edfxtp_1	16	16
nand4_1	1	1
buf_4	1	1
nor2b_1	1	1
clkdlybuf4s50_1	0	9
and2_1	1	1
mux2i_1	13	13
o22ai_1	1	1
a22o_2	1	1
nand2_1	7	7
and4bb_2	1	1
==> cell usage after synthesis, types with 2 or more instances <==
library cell and count:
a21oi_1 2, a22o_1 6, buf_2 4, clkbuf_1 2, dfrtp_1 7, edfxtp_1 16
ha_1 4, inv_1 5, mux2i_1 13, nand2_1 7, nor2_1 14, nor4b_2 2
o21ai_0 4
==> layer usage <==
layer,share of wire,track usage,vias up
met1,0.46,0.0459,356
li1,-,-,378
met2,0.48,0.0576,11
met5,0,0,-
met3,0.030,0.00908,6
met4,0.036,0.0118,0
==> final cells by class <==
type,count,area [sq um],area share
flip-flops and latches,24,682,0.470
clock buffers,4,55.1,0.0379
inverters,5,18.8,0.0129
multi-input cells,65,467,0.322
repair buffers,10,97.6,0.0672
well taps,105,131,0.0905
==> through the flow <==
step | area (sq um) | hold WS (ns) | cells
after floorplan | 1200 | 0.315 | 101
after global placement | 1400 | 0.495 | 209
after detailed placement | 1400 | 0.484 | 209
after CTS | 1450 | 0.527 | 213
after global routing | 1450 | 0.567 | 213
final | 1450 | 0.517 | 213
==> power groups by stage <==
stage	Clock, mW	Combinational, mW	Sequential (mW)
4_1_cts	0.266	0.419	0.641
5_1_grt	0.277	0.462	0.653
6_report	0.257	0.416	0.642
==> logic make-up after synthesis <==
logic type      after synthesis
fa+ha+maj                     4
compound gates               17
flops                        24
buf+inv                      12
mux                          13
simple gates                 31
No activity file was given, so power comes from the tool's default toggle rates.
