==> flow/design.v <==
`timescale 1ns/1ps
module Lab3_Moore(CLK, dataIn, RST, odd);
    input [3:0] dataIn;
    input       CLK;
    input       RST;
    output      odd;
    reg [2:0] state, next_state;
    reg [4:0] sumid, next_sumid;
    parameter RESET = 3'b000;
    parameter S1    = 3'b001;
    parameter S2    = 3'b010;
    parameter S3    = 3'b011;
    parameter S4    = 3'b100;
    always @(*) begin
        next_state = state;
        next_sumid = sumid;
        case(state)
            RESET: begin
                if (dataIn == 0) begin
                    next_state = S1;
                    next_sumid = 0;
                end
                else begin
                    next_state = RESET;
                    next_sumid = 0;
                end
            end
            S1: begin
                if (dataIn == 0) begin
                    next_state = S2;
                    next_sumid = 0;
                end
                else begin
                    next_state = RESET;
                    next_sumid = 0;
                end
            end
            S2: begin
                if (dataIn == 2) begin
                    next_state = S3;
                    next_sumid = sumid + 2;
                end
                else if (dataIn == 0) begin
                    next_state = S2;  
                    next_sumid = sumid;
                end
                else begin
                    next_state = RESET;
                    next_sumid = 0;
                end
            end
            S3: begin
                if (dataIn == 5) begin
                    next_state = S4;
                    next_sumid = sumid + 5;
                end
                else if (dataIn == 0) begin
                    next_state = S1;
                    next_sumid = sumid;
                end
                else begin
                    next_state = RESET;
                    next_sumid = 0;
                end
            end
            S4: begin
                if (dataIn == 0) begin
                    next_state = S1;
                    next_sumid = sumid;
                end
                else begin
                    next_state = RESET;
                    next_sumid = 0;
                end
            end
            default: begin
                next_state = RESET;
                next_sumid = 0;
            end
        endcase
    end
    always @(posedge CLK or posedge RST) begin
        if (RST) begin
            state <= RESET;
            sumid <= 0;
        end
        else begin
            state <= next_state;
            sumid <= next_sumid;
        end
    end
    assign odd = ((state == S4) && ((sumid % 2) == 1)) ? 1 : 0;
endmodule
==> flow/run.sh <==
#!/bin/bash
# OpenROAD 26Q1-2900-gdf79404cd8, Yosys 0.63+post, stock flow scripts
make -C /OpenROAD-flow-scripts/flow DESIGN_CONFIG=/design/flow/config.mk WORK_HOME=/design/flow/orfs finish
==> flow/config.mk <==
export PLATFORM = sky130hd
export DESIGN_NAME = Lab3_Moore
export DESIGN_NICKNAME = Lab3_Moore
export VERILOG_FILES = /design/flow/design.v
export SDC_FILE = /design/flow/constraint.sdc
export NUM_CORES = 4
export LEC_CHECK = 1
export CORE_AREA = 10 10 70 70
export DIE_AREA = 0 0 80 80
export SYNTH_HDL_FRONTEND = slang
==> flow/constraint.sdc <==
current_design Lab3_Moore

set clk_period 1.9
set clk_io_pct 0.2

create_clock -name clk0 -period $clk_period [get_ports {CLK}]

set non_clock_inputs [all_inputs -no_clocks]
set_input_delay [expr $clk_period * $clk_io_pct] -clock clk0 $non_clock_inputs
set_output_delay [expr $clk_period * $clk_io_pct] -clock clk0 [all_outputs]
==> job_summary.md <==
## Synthesis and layout report

| Metric | Value |
|---|---|
| Result of the run | `finished clean` |
| Count of standard-cell rows | `21` |
| Area share of and-or/or-and cells after synthesis | `14.7%` |
| Worst relative slew slack | `84.7%` |
| Number of CTS-inserted buffers | `3` |
| Number of hold-slack violations in the final timing report | `0` |
| Hold_buf cts | `0` |
| Overflow left after global routing | `0` |
| Share of cells above drive strength 1 | `12.8%` |
| Count of pins on the block boundary | `7` |
| Critical path type | `flop to output port` |
| Worst-case reg-to-reg path depth | `2` |
| Share of flip-flops with an asynchronous set or reset after synthesis | `100%` |
| Fin. max-slew vios | `0` |
| Min setup slack post-route | `0.301 ns` |
| Top cells by area, synth | `sky130_fd_sc_hd__dfrtp_1 46%, sky130_fd_sc_hd__dfstp_2 9.7%, sky130_fd_sc_hd__nor2_1 9.7%` |
| # clock sinks | `6` |
| Clock tree from TritonCTS | `built` |
| Hold Crit Class | `input port to async pin` |
| Later-pin clock latency in the skew report | `0.24 ns` |
| Clock Skew | `0.00543 ns` |
| Basic-gate share of the synthesized area counting and, or, nand and nor cells | `25.3%` |
| Antenna Diode Count | `0` |
| Pin count of the biggest net entering global routing | `7` |
| Total internal power | `0.000220 W` |
| Crit. Startpoint | `state[1]` |
| Antenna violations before repair | `0` |
| Count of input and output buffers | `6` |
| Total power per unit cell area | `655 mW/mm^2` |
| Data arrival time of the worst path | `1.22 ns` |
| Cell total in the yosys stat output | `29` |
| DR DRC count | `0` |
| Worst-Margin Slew | `0.227 ns` |
| Delay contributed by the slowest stage of the critical path | `0.46 ns` |
| Combinational Power Share | `8.1%` |
| Max-cap check violation count | `0` |
| Reg-to-reg endpoint | `state[0]` |
| Final tally of setup violations | `0` |
| Peak supply drop | `0.0794 mV` |
| Slowest-stage cell, CP | `sky130_fd_sc_hd__clkdlybuf4s50_1` |
| Upper clock frequency limit | `625 MHz` |
| Placement Setup Slack | `0.240 ns` |
| Commonest cells post-synth | `7 x sky130_fd_sc_hd__nor2_1, 5 x sky130_fd_sc_hd__dfrtp_1, 3 x sky130_fd_sc_hd__inv_1` |
| Area share of fa/ha/maj cells after synthesis | `0%` |
| Reg-to-reg startpoint | `state[1]` |
| Initial Util | `7.95%` |
| # resized after CTS | `0` |
| Number of global-route vias before repair | `221` |
| Xor+xnor area frac | `0%` |
| Crit path cell chain | `and2_1 -> clkdlybuf4s50_1` |
| Final critical path time including I/O delays and setup | `1.60 ns` |
| Worst setup slack for register-to-register paths | `0.70 ns` |
| Net switching share of the total power | `19.2%` |
| Mapped cell area | `272 sq um` |
| Portion of the clock cycle consumed by the worst path in the final layout | `84.2%` |
| Number of buffers added for setup after CTS | `0` |
| Sequential area share after synthesis | `55.8%` |
| Number of levels the H-tree was split into | `1` |
| Final Wtd Congestion | `0.706` |
| Count of cell types in the netlist | `15` |
| Overall routing resource usage | `1.77%` |
| Synthesized netlist cell count | `29` |
| Yosys synthesis chip area | `272 sq um` |
| Die y size | `80 um` |
| First drt pass iteration count | `2` |
| Die boundary width | `80 um` |
| Top non-seq family | `simple AND/OR/NAND/NOR gates` |
| Final sum of negative setup slack | `0 ns` |
| Residual antenna-violating net count after detailed routing | `0` |
| Crit. End Element | `output port` |
| Switching power | `0.0000523 W` |
| Worst-path maximum fanout | `4` |
| Area fraction of the dominant cell type after synthesis | `46.1%` |
| Total detailed-routing wirelength | `573 um` |
| Biggest area consumer among synthesized cells | `sky130_fd_sc_hd__dfrtp_1` |
| Most numerous cell in the Yosys netlist | `sky130_fd_sc_hd__nor2_1` |
| Cell at the root of the clock tree | `sky130_fd_sc_hd__clkbuf_4` |
| Total tool warning count | `25` |
| Worst setup path endpoint | `odd` |
| Register bit count reported by yosys | `6` |
| Mux contribution to synthesized area | `0%` |
| Most used DFF post-synth | `sky130_fd_sc_hd__dfrtp_1` |
| Total die size | `0.00640 sq mm` |
| Average detailed-routed wire length per instance | `6.74 um` |
| Flip-flops with a built-in enable | `0` |
| Worst setup SP type | `flop` |
| Synth warn | `0` |
| Clock buffer depth | `2` |
| Core outline area | `0.00342 sq mm` |
| Wire length of the first global-routing pass | `924 um` |
| Crit path required time | `1.52 ns` |
| Post-Synthesis Mean Instance Area | `9.36 sq um` |
| Clk network pwr share | `44.7%` |
| Total number of vias | `232` |
| Drt initial violations | `4` |
| Standby leakage power | `0.185 nW` |
| Seq pwr share | `47.2%` |
| Relative area change from synthesis to final layout | `53.0%` |
| Register clock-pin slew on the reported worst setup and hold paths | `0.05 ns` |
| Post-DR vias/cell | `2.73` |
| Estimated wirelength of the detail-placed design | `487 um` |
| Unrepaired setup endpoints after global routing | `false` |
registers in the layout (all words and copies together), names as in the netlist:
signal / flops
state: 5
sumid: 1
cell families after synthesis:
group	Yosys count
AND/OR/NAND/NOR	15
flip-flops	6
buffers and inverters	3
AND-OR/OR-AND	5
metrics by stage:
step           power [W]  util [%]  cell area (sq um)  hold WS [ns]  cells
6_report        0.000272      12.2                415         0.343     85
5_1_grt         0.000294      12.2                415         0.350     85
4_1_cts         0.000280      12.2                415         0.345     85
3_5_place_dp    0.000152      11.4                389         0.483     81
3_3_place_gp    0.000152      11.4                389         0.481     81
2_1_floorplan   0.000138         -                272         0.170     29
how the worst min path moves through the flow:
stage | startpoint | end | slack (ns) | depth (start not counted)
4_1_cts | RST | state[4] | 0.35 | 2
5_1_grt | RST | state[4] | 0.35 | 2
6_report | RST | state[4] | 0.34 | 2
area by class of cell:
| type | instances | area, sq um |
|---|---|---|
| Timing Repair Buffer | 6 | 60.1 |
| Sequential cell | 6 | 151 |
| Multi-Input combinational cell | 20 | 109 |
| Fill cell | 398 | 3000 |
| Inverter | 3 | 11.3 |
| Tap cell | 46 | 57.6 |
| Clock buffer | 4 | 26.3 |
layer usage:
layer / global-route usage, % / part of all wire [%] / wire length, um / vias to the layer above
met5: 0 / 0 / 0 / -
met4: 1.41 / 4.7 / 27 / 0
met3: 0.682 / 5.9 / 34 / 2
met2: 2.33 / 41 / 237 / 6
met1: 2.22 / 48 / 275 / 102
li1: - / - / - / 122
power by group through the flow:
| stage | logic, W | registers (W) | clock network, W |
|---|---|---|---|
| finish | 0.0000220 | 0.000128 | 0.000122 |
| global route | 0.0000242 | 0.000128 | 0.000142 |
| CTS | 0.0000222 | 0.000128 | 0.000129 |
layout by cell type, fill, tap and decap left out:
cell / n
sky130_fd_sc_hd__nand4_1: 1
sky130_fd_sc_hd__inv_1: 3
sky130_fd_sc_hd__clkbuf_1: 1
sky130_fd_sc_hd__dfstp_2: 1
sky130_fd_sc_hd__nor3_1: 2
sky130_fd_sc_hd__nand2_1: 2
sky130_fd_sc_hd__dfrtp_1: 5
sky130_fd_sc_hd__o2111ai_1: 1
sky130_fd_sc_hd__and2_1: 1
sky130_fd_sc_hd__clkdlybuf4s50_1: 6
sky130_fd_sc_hd__a31oi_1: 1
sky130_fd_sc_hd__or4_1: 1
sky130_fd_sc_hd__clkbuf_4: 3
sky130_fd_sc_hd__o21ba_2: 1
sky130_fd_sc_hd__nor2_1: 7
sky130_fd_sc_hd__nand3_1: 1
sky130_fd_sc_hd__o21ai_0: 1
sky130_fd_sc_hd__o211a_1: 1
critical path, delay by kind of cell, from the launching register on:
| family | cells | cell delay (ns) |
|---|---|---|
| and+or+nand+nor | 1 | 0.14 |
| DFF | 1 | 0.38 |
| buffers and inverters | 1 | 0.46 |
Power is estimated from default activity; no workload was simulated.
